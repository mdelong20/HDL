File: design/flow/design.v
module SerialPort_BaudGen
    #(
      parameter SYSTEM_CLOCK           = 100000000,
      parameter BAUD_RATE              = 115200
     )
    (
     input clk,                                                                  
     input rst_n,                                                                
     output [ 1:0] phase,                                                        
     output change                                                               
    );
    localparam QCNT                    = SYSTEM_CLOCK/(BAUD_RATE*4);             
    reg unsigned [ 1:0] phase_r;
    reg unsigned [31:0] baud_cnt_r;
    reg                 change_r;
    assign change                      = change_r;                               
    assign phase                       = phase_r;                                
    always @(posedge clk) begin : Baud_Rate_Generator
        if(rst_n == 1'b1) begin
            phase_r                    <= 2'h0;                                  
            change_r                   <= 1'b0;                                  
            baud_cnt_r                 <= 32'h0;                                 
        end else begin
            change_r                   <= 1'b0;                                  
            if(baud_cnt_r < QCNT) begin
                baud_cnt_r             <= baud_cnt_r + 2'h1;                     
            end else begin
                baud_cnt_r             <= 32'h0;                                 
                change_r               <= 1'b1;                                  
                phase_r                <= phase_r + 2'h1;                        
            end
        end
    end
endmodule
File: design/flow/run.sh
#!/bin/bash
# OpenROAD 26Q1-2900-gdf79404cd8, Yosys 0.63+post, stock flow scripts
make -C /OpenROAD-flow-scripts/flow DESIGN_CONFIG=/design/flow/config.mk WORK_HOME=/design/flow/orfs finish
File: design/flow/config.mk
export PLATFORM = sky130hd
export DESIGN_NAME = SerialPort_BaudGen
export DESIGN_NICKNAME = SerialPort_BaudGen
export VERILOG_FILES = /design/flow/design.v
export SDC_FILE = /design/flow/constraint.sdc
export NUM_CORES = 4
export LEC_CHECK = 1
export CORE_AREA = 10 10 85 85
export DIE_AREA = 0 0 95 95
File: design/flow/constraint.sdc
current_design SerialPort_BaudGen

set clk_period 2.4
set clk_io_pct 0.2

create_clock -name clk0 -period $clk_period [get_ports {clk}]

set non_clock_inputs [all_inputs -no_clocks]
set_input_delay [expr $clk_period * $clk_io_pct] -clock clk0 $non_clock_inputs
set_output_delay [expr $clk_period * $clk_io_pct] -clock clk0 [all_outputs]
==> changes_impl.md <==
### Implementation results

- Die Size: 0.00903 mm2
- Yosys synthesis chip area: 0.00104 mm2
- WL final: 1340 um
- Detailed-router iteration count before antenna repair: 2
- Async SR Flop Fraction: 0
- Post-route ant nets: 0
- Top cells by count, synth: 35 x dfxtp_1, 12 x nor2_1, 4 x inv_1, 4 x nor4_2
- Worst R2R Setup Slack: 800 ps
- Final hold vios: 0
- Num ports: 5
- Post-route DRC: 0
- CTS Buf Count: 5
- Hold Path Class: reg2reg
- WS Path Type: reg2out
- Post-synthesis sequential area ratio: 0.671
- Maximum capacitance violations: 0
- Synth flops: 35
- Via count of the first global-routing pass: 576
- Yosys warns: 1
- Status: completed
- Post-synth top area share: 0.671
- Drt initial violations: 25
- Cells in synth_stat.txt: 86
- Mapped Cells: 86
- Drt wl/cell: 6.95 um
- Share of cells above drive strength 1: 0.0992
- Clk ins delay skew pair: 280 ps
- Pleak: 0.535 nW
- Post-CTS sizing: 0
- Clk sinks: 35
- Cell breakdown of the critical path: clkdlybuf4s50_1
- DR vias: 601
- Standard-cell rows: 27
- IO Port Bufs: 4
- Max Fanout on Critical Path: 5
- Die Y: 95 um
- Most used flip-flop cell: dfxtp_1
- Total power after layout: 1.26 mW
- Data arrival time of the worst path: 1180 ps
- Maximum clock path buffer count: 2
- Fin crit period: 1660 ps
- First-pass GRT wire length: 2500 um
- Max-slew violations: 0
- Number of flops mapped to enable cells by yosys: 0
- CP peak stage delay: 500 ps
- Via density: 3.11
- Overflow after GRT: 0
- Hpwl dp: 933 um
- CP delay by family, top: buffers and inverters
- Gr usage total: 0.0359
- H-tree Lvls: 2
- Setup-failing EPs final: 0
- RD Place Congestion: 0.796
- Worst Path Required: 1920 ps
- Tool warnings: 26
- Pwr dens: 903 mW/mm2
- Final Worst Setup Slack: 736 ps
- Syn Std Cell Area: 0.00104 mm2
- Area growth from synthesis to layout: 33.4%
- Most numerous cell in the Yosys netlist: dfxtp_1
- Initial antenna violation count: 0
- Critical path's slowest cell: clkdlybuf4s50_1
- Core Region: 0.00547 mm2
- Post-Syn Area per Cell: 12.1 um2
- Top cells, area: dfxtp_1 67%, nor4_2 4.8%, nor2_1 4.3%, xnor2_1 2.5%, xor2_1 2.5%
- Die width: 95 um
- Startpoint Class: flip-flop
- CTS Root Cell: clkbuf_8
- Pre-CTS setup slack: 773 ps
- Hold buffers post-CTS: 0
- Peak VDD IR: 0.469 mV
- Largest net degree at the start of global routing: 12
- Worst-path clk slew: 60 ps
- RSZ-0062 raised after global routing: false
- Yosys top cell by area: dfxtp_1
- Fmax: 0.601 GHz
- Final TNS setup: 0 ps
- Setup bufs post-CTS: 0
- Clock skew: 6.20 ps
- Crit path buf inv count: 1
- Fin crit share: 0.693
- Ant. Diodes: 0
- TritonCTS clock tree: yes
- Cell Type Count: 23
- FP Util: 0.191
- Critical path endpoint category: output pin
## power breakdown
| group | internal [mW] | switching [mW] |
|---|---|---|
| registers | 0.609 | 0.0120 |
| clock network | 0.415 | 0.190 |
| logic | 0.0217 | 0.0111 |
## area by class of cell
cell class / instances / area [um2]
Clock inverter: 2 / 60.1
Clock buffer: 6 / 72.6
Timing Repair Buffer: 4 / 40.0
Multi-Input combinational cell: 70 / 415
Inverter: 4 / 15.0
Fill cell: 581 / 4080
Tap cell: 72 / 90.1
Sequential cell: 35 / 701
## metrics by stage
step	hold slack, ps	utilization	cell area, um2	instances
CTS	467	0.255	1390	193
finish	471	0.255	1390	193
global placement	446	0.230	1260	185
floorplan	430	-	1130	109
global route	475	0.255	1390	193
detailed placement	458	0.230	1260	185
## worst paths after layout
path                       startpoint  depth (start not counted)                  endpoint
max           phase_r[0]$_SDFFE_PP0P_                          1                  phase[0]
min          baud_cnt_r[0]$_SDFF_PP0_                          1  baud_cnt_r[0]$_SDFF_PP0_
max reg2reg  baud_cnt_r[0]$_SDFF_PP0_                          6   phase_r[1]$_SDFFE_PP0P_
min reg2reg  baud_cnt_r[0]$_SDFF_PP0_                          1  baud_cnt_r[0]$_SDFF_PP0_
## layer usage
metal	vias to the layer above	global-route usage	wire, um
li1	337	-	-
met1	248	0.0438	684
met2	10	0.0481	491
met3	6	0.0288	127
met4	0	0.00873	38
met5	-	0	0
## registers in the layout, summed over array words and instances (netlist names)
name,flops
phase_r,2
change_r,1
baud_cnt_r,32
## cells by family (layout without fill, tap and decap cells)
kind of cell             count (synthesis)  in the layout  synth area share
flip-flops                              35             35             0.671
AND/OR/NAND/NOR                         31             31             0.171
AND-OR/OR-AND                            6              6            0.0515
XOR/XNOR                                 6              6            0.0503
buffers and inverters                    4             16            0.0144
adder cells (fa/ha/maj)                  2              2            0.0239
other                                    1             24           0.00359
multiplexers                             1              1            0.0144
## cell usage in the layout, fill, tap and decap left out, drive strengths merged
cell type	n
clkdlybuf4s50	4
nor2	12
clkbuf	6
nand4	2
nor4	6
xnor2	3
nor2b	2
nor3	1
and3	2
bufinv	2
a221o	1
nand3	3
xor2	3
a2111o	1
inv	4
a41oi	1
dfxtp	35
and2	1
a2111oi	1
conb	24
a211oi	1
nand2	2
mux2	1
o21bai	1
ha	2
Power is estimated from default activity; no workload was simulated.
