==> /design/flow/design.v <==
module SerialPort_RX
    (
     input clk,
     input rst_n,
     input [ 1:0] phase,
     input change,
     output [ 7:0] rx_data,
     output rx_dv,
     input rx
    );
    localparam idle=2'b00, rcv=2'b01, stop=2'b10, done=2'b11;
    reg          [ 1:0] state;
    reg          [ 2:0] rx_cnt_r;
    reg          [ 7:0] rx_reg_r;
    reg          [ 7:0] rx_data_r;
    reg                 rx_dv_r;
    assign rx_data                     = rx_data_r;
    assign rx_dv                       = rx_dv_r;
    always @(posedge clk) begin : Serial_Receiver
        if(rst_n == 0) begin
            state                                <= 'b0;                         
            rx_cnt_r                             <= 'b0;                         
            rx_reg_r                             <= 'b0;                         
            rx_data_r                            <= 'b0;                         
            rx_dv_r                              <= 'b0;                         
        end else begin
            rx_dv_r                              <= 1'b0;                        
            case(state)
                idle : begin
                    if((phase == 2'h2) && (change == 1'b1) && (rx == 1'b0)) begin
                        state                    <= rcv;                         
                    end
                end
                rcv : begin
                    if((phase == 2'h2) && (change == 1'b1)) begin
                        rx_cnt_r                 <= rx_cnt_r + 3'h1;             
                        rx_reg_r[rx_cnt_r]       <= rx;                          
                        if(rx_cnt_r == 3'h7) begin
                            state                <= stop;                        
                            rx_cnt_r             <= 3'b000;                      
                        end
                    end
                end
                stop : begin
                    if((phase == 2'h2) && (change == 1'b1) && (rx == 1'b1)) begin
                        state                    <= done;                        
                    end
                end
                done : begin
                    rx_data_r                    <= rx_reg_r;                    
                    rx_dv_r                      <= 1'b1;                        
                    state                        <= idle;                        
                end
            endcase
        end
    end
endmodule  
==> /design/flow/run.sh <==
#!/bin/bash
# OpenROAD 26Q1-2900-gdf79404cd8, Yosys 0.63+post, stock flow scripts
make -C /OpenROAD-flow-scripts/flow DESIGN_CONFIG=/design/flow/config.mk WORK_HOME=/design/flow/orfs finish
==> /design/flow/config.mk <==
export PLATFORM = sky130hd
export DESIGN_NAME = SerialPort_RX
export DESIGN_NICKNAME = SerialPort_RX
export VERILOG_FILES = /design/flow/design.v
export SDC_FILE = /design/flow/constraint.sdc
export NUM_CORES = 4
export LEC_CHECK = 1
export CORE_AREA = 10 10 105 105
export DIE_AREA = 0 0 115 115
==> /design/flow/constraint.sdc <==
current_design SerialPort_RX

set clk_period 3.4
set clk_io_pct 0.2

create_clock -name clk0 -period $clk_period [get_ports {clk}]

set non_clock_inputs [all_inputs -no_clocks]
set_input_delay [expr $clk_period * $clk_io_pct] -clock clk0 $non_clock_inputs
set_output_delay [expr $clk_period * $clk_io_pct] -clock clk0 [all_outputs]
==> git commit body <==
Record implementation results from latest flow run

* Run status: completed
- Adding up every negative setup slack in the final design gives 0 ps.
- The worst setup path is captured at a register.
* Worst Path Arrival: 2190 ps
* Internal Power: between 0.0004 and 0.0005 W
- Unrepaired setup endpoints after global routing: no
- Combined area of all synthesized cells: 0.00110 mm^2
* Worst hold path startpoint: rx_reg_r[0]$_SDFFE_PN0P_
* Count of final hold-check violations: 0
- The flow reports an fmax of 495 MHz.
- By area the synthesized netlist is led by dfxtp_1 (43%), mux2i_1 (11%), nor2b_1 (5.7%).
* Worst clock skew: 1.27 ps
- Looking at the critical path, the single cell with the biggest stage delay is clkdlybuf4s50_1.
* Synth-to-Final Area Change: 29.4%
- The path class of the tightest hold or removal check is reg2reg.
* Number of CTS-inserted buffers: 3
* PnR worst setup slack: 1380 ps
- The power report puts the net switching power at 0.000109 W.
* Number of global-route vias before repair: 860
- The cell-mix breakdown from Yosys lists the XOR/XNOR area share as 0.0159.
* Share of Yosys cell area claimed by the top area cell type: 0.435
- Post-synth top area cell: dfxtp_1
- The worst-case IR drop observed on VDD is approximately 0.19 mV.
- After the flow finishes, the layout carries non-filler instances totaling 235.
- Pwr dens: 391 mW/mm^2
- Part of the Yosys area used for sequential elements: 0.435
- The floorplan step defined a die boundary enclosing 0.0132 mm^2.
- In the final routed layout, each cell accounts on average for 10.4 um.
* Synth warnings: 1
* Final WL: 2440 um
- Starting DRT DRC Count: 77
- Max cap viols: 0
- Per the synthesis report, the adder-cell share of the synthesized area is 0.0453.
- Headroom to the max-slew limit came out at 0.636.
* Post-synth mux share: 0.109
- Reg-to-reg slack, setup: 1620 ps
* Slew at the pin closest to its max-slew limit: 545 ps
- Count of flip-flops with a built-in enable after synthesis: 0
- Dominant logic cell types in the final layout: dfxtp_1 (24), nand2_1 (15), clkdlybuf4s50_1 (14), mux2i_1 (12), nor2b_1 (10)
- Final critical-path required period: 2020 ps
- In this run, synthesis produced a sequential element count of 24.
* Worst setup path category: in2reg
- The share of total power dissipated in the clock network is 0.450.
- First-pass DRT Iterations: 4
- Cells after DPL: 231
- Post-synthesis simple-gate area fraction: 0.248
* Largest net degree at the start of global routing: 16
* Horizontal extent of the die: 115 um
* Fraction of power consumed by combinational cells: 0.043
* Number of resized instances in the post-cts repair step: 0
- Of the total power, registers draw 0.507.
- Yosys mapped the design onto 33 distinct sky130hd cell types.
- Total half-perimeter wirelength after legalization and detailed placement: roughly 1800 um
* Critical R2R Launch: rx_cnt_r[0]$_SDFFE_PN0P_
- Buffers & Inverters on Critical Path: 1
- 0 antenna diodes ended up in the layout.
- Measured along the y axis, the die boundary spans roughly 120 um.
* Total track usage: 0.0385
- Number of core rows: 34
- Largest fanout on the critical path: 6
- Max clock buf depth: 2
- Share of layout cells above drive strength 1: 0.0630
* Share of the core filled by cells before placement: 0.126
- Top non-seq family: simple AND/OR/NAND/NOR gates
* Total core area: 0.00876 mm^2
- The required time at the worst endpoint is listed as 3570 ps.
- The timing report attributes the biggest portion of critical-path delay to AND-OR/OR-AND gates.
- CTS HTree Levels: 1
- At the later pin of the worst-skew pair, clock insertion delay measures 260 ps.
- In this run, the synthesized area fraction spent on AND-OR/OR-AND gates is recorded as 0.114.
- For reference, the clock transition at the flip-flops on the worst setup and hold paths is approximately 90 ps.
- Per the layout area report, the combinational gate area comes to 588 um^2.
- Cts-stage hold buffer count: 0
* Buffers inserted by post-CTS timing repair: 0
- Final clock period utilization by the worst path: 0.594
* Root cell of the clock tree: clkbuf_8
* Boundary Pins: 15
- The final layout report lists a filler cell count of 970.
- The total overflow left after global routing is 0.
* Global-route wire length before repair: between 4000 and 5000 um
- The synthesized netlist handed to floorplanning was reported with a cell count of 115.
- The detail route stage leaves a number of antenna-violating nets equal to 0.
* Clock tree from TritonCTS: yes
* Peak per-stage delay on the critical path: 410 ps
* Number of antenna violations at the first check in global routing: 0
- After synthesis, the share of flip-flops with an asynchronous set or reset is 0.
- Cell Chain, Critical Path: clkdlybuf4s50_1, nand3b_1, a21oi_1, nand3_1, a32o_1
* Routability cong.: slightly above 0.8
* Number of vias in the routed layout: 828
- Most frequent logic cell in the layout: dfxtp_1
* Total Power Consumption: 0.000560 W
- Vias per Instance: around 3.5
- The launch point of the critical path was reported as phase[0].
- Number of port buffers: 14
- In the synthesis report, Yosys lists the chip area as between 0.001 and 0.0015 mm^2.
- Pleak: 0.451 nW
- Most common flop cell mapped by yosys: dfxtp_1
- Storage element area: 480 um^2
- Once layout is complete, the utilization of the core stands at 0.163.
- Warning total across the stage logs: 27
* Startpoint Class: primary input
- Before CTS, the worst setup slack after placement is 1130 ps.
- Pins over their slew limit in the final report were tallied at 0.
- Fraction of power spent switching nets: 0.194
- Number of clock sinks: 24
- Post-synthesis average cell area: around 9.6 um^2
- Yosys cell count: 115
- Total DRC errors in the routed layout: 0
- # setup viols final: 0
-- metal layers --
metal	part of all wire	wire, um	track usage	vias to the layer above
met5	0	0	0	-
met4	0	0	0.00578	0
met3	0.072	175	0.0148	0
met2	0.49	1190	0.0642	20
met1	0.44	1070	0.0470	382
li1	-	-	-	426
-- flip-flops by register name (all words and copies together), names as in the netlist --
name,flops
state,4
rx_reg_r,8
rx_cnt_r,3
rx_data_r,8
rx_dv_r,1
-- logic make-up after synthesis --
family                   after synthesis
buffers and inverters                  9
AND/OR/NAND/NOR                       50
AND-OR/OR-AND                         14
multiplexers                          12
XOR/XNOR                               2
flip-flops                            24
adder cells (fa/ha/maj)                4
-- stage by stage --
step                      instance area, um^2  hold WS [ps]
after floorplan                          1100           434
after global placement                   1360           449
after detailed placement                 1360           455
after CTS                                1430           473
after global routing                     1430           499
final                                    1430           467
-- layout make-up --
class / count / area share
Timing Repair Buffer: 15 / 0.103
Sequential cell: 24 / 0.336
Tap cell: 108 / 0.0945
Inverter: 2 / 0.00525
Multi-Input combinational cell: 82 / 0.411
Clock inverter: 1 / 0.0210
Clock buffer: 3 / 0.0289
-- worst paths after layout --
check | to | cells past startpoint
worst max-delay path | rx_reg_r[3]$_SDFFE_PN0P_ | 5
worst min-delay path | rx_reg_r[0]$_SDFFE_PN0P_ | 2
worst max register to register | rx_reg_r[2]$_SDFFE_PN0P_ | 6
worst min register to register | rx_reg_r[0]$_SDFFE_PN0P_ | 2
-- power groups by stage --
stage	Clock [W]	Combinational, W	Sequential (W)
6_report	0.000252	0.0000239	0.000284
5_1_grt	0.000272	0.0000262	0.000284
4_1_cts	0.000258	0.0000240	0.000284
-- cell usage after synthesis (2+ instances only) --
library cell / number
dfxtp_1: 24
nand4_1: 2
buf_2: 2
o32ai_1: 2
a21oi_1: 2
and3_1: 2
inv_1: 2
nor2_1: 6
a21boi_0: 3
nand3_1: 4
nand3b_1: 2
mux2i_1: 12
nand2_1: 15
ha_1: 4
nor2b_1: 10
clkbuf_1: 5
a32o_1: 2
-- tightest hold or removal path: cells and delay by family (launching register included) --
kind / cells / cell delay [ps]
flip-flops: 1 / 320
multiplexers: 1 / 60
AND/OR/NAND/NOR: 1 / 50
Power and IR drop assume default switching activity.
